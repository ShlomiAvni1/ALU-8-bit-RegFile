==> ./design.v <==
module alu8 (a,b,opcode,y,z,c); 
  input [7:0] a;         
  input [7:0] b;         
  input [2:0] opcode;    
  output reg [7:0] y;    
  output reg c;          
  output reg z;          
	wire [8:0] add9 = {1'b0, a} + {1'b0, b};
	wire [8:0] sub9 = {1'b0, a} - {1'b0, b}; 
  always @(*) begin
    y = 8'h00;
    c = 1'b0;
    z = 1'b0;
        case (opcode)
          3'b000: begin         
            y = add9[7:0];
            c = add9[8];        
          end
          3'b001: begin         
            y = sub9[7:0];
            c = sub9[8];        
          end
          3'b010: begin         
            y = a & b;
          end
          3'b011: begin         
            y = a | b;
          end
          3'b100: begin         
        	y = a ^ b;
          end
          3'b101: begin         
        	y = ~a;
          end
          3'b110: begin         
        	y = a << 1;
          end
          3'b111: begin         
        	y = a >> 1;
          end
          default: begin
        	y = 8'h00;
        	c = 1'b0;
          end
        endcase
    z = (y == 8'h00);
  end
endmodule
module datapath (clk,we,ra1,ra2,wa,opcode,y);
  input clk;
  input we;
  input [1:0] ra1, ra2, wa;
  input [2:0] opcode;
  output [7:0] y;
  wire [7:0] a, b;   
  wire z, c;         
  regfile RF (
    .clk(clk),
    .we(we),
    .ra1(ra1),
    .ra2(ra2),
    .wa(wa),
    .wd(y),        
    .rd1(a),
    .rd2(b)
  );
  alu8 ALU (
    .a(a),
    .b(b),
    .opcode(opcode),
    .y(y),
    .z(z),
    .c(c)
  );
endmodule
module regfile (clk,we,ra1,ra2,wa,wd,rd1,rd2);
  input clk;                    
  input we;                     
  input [1:0] ra1, ra2, wa;     
  input [7:0] wd;               
  output [7:0] rd1, rd2;        
  reg [7:0] mem [3:0];
  assign rd1 = mem[ra1];
  assign rd2 = mem[ra2];
  always @(posedge clk) begin
    if (we)
      mem[wa] <= wd;
  end
endmodule
==> ./run.sh <==
#!/bin/bash
# OpenROAD 26Q1-2900-gdf79404cd8, Yosys 0.63+post, stock flow scripts
make -C /OpenROAD-flow-scripts/flow DESIGN_CONFIG=/design/flow/config.mk WORK_HOME=/design/flow/orfs finish
==> ./config.mk <==
export PLATFORM = sky130hd
export DESIGN_NAME = datapath
export DESIGN_NICKNAME = datapath
export VERILOG_FILES = /design/flow/design.v
export SDC_FILE = /design/flow/constraint.sdc
export NUM_CORES = 4
export LEC_CHECK = 1
export CORE_UTILIZATION = 50
==> ./constraint.sdc <==
current_design datapath

set clk_period 6.1
set clk_io_pct 0.2

create_clock -name clk0 -period $clk_period [get_ports {clk}]

set non_clock_inputs [all_inputs -no_clocks]
set_input_delay [expr $clk_period * $clk_io_pct] -clock clk0 $non_clock_inputs
set_output_delay [expr $clk_period * $clk_io_pct] -clock clk0 [all_outputs]
==> impl_metrics.py <==
# Metrics from the implementation run
metrics = {
    "status": {
        "outcome": "completed",
    },
    "cells_and_area": {
        "largest_reg_flops": 32,
        "fill_cells": 350,
        "max_flop_register": "RF.mem",
        "drive_gt1_frac": 0.2171,
        "utilization": 0.6243,
        "reg.largest.list": "RF.mem (32)",
        "syn_to_final_growth_pct": 18.45,
        "final_cell_mix": "edfxtp_1, buf_4, ha_1, inv_1",
        "layout.cells.most_common": "edfxtp_1",
    },
    "critical_path": {
        "crit_path_start_kind": "input port",
        "path_max_fanout": 3,
        "worstPathRequired_ns": 4.88,
        "cp-startpoint": "ra2[1]",
        "worst-setup-path-type": "in -> out",
        "worstReg2RegEnd": "RF.mem[3][6]",
        "r2r_slack_ns": 2.64,
        "r2r-start": "RF.mem[3][0]",
        "worst_r2r_path_depth": 13,
        "arrival_ns": 4.68,
        "endpoint_kind": "output port",
        "endpoint": "y[6]",
    },
    "grt": {
        "grt_pass1_vias": 1862,
        "antenna_found_initial": 0,
        "grt_overflow": 0,
        "grt_pass1_wl_um": 8576,
        "grt_max_degree": 43,
        "track_usage": 0.2280,
    },
    "hold_path": {
        "min_path_type": "reg -> reg",
    },
    "clock_tree": {
        "cts.path.max_buffers": 2,
        "cts_sinks": 32,
        "cts_tree": "built",
        "clock_latency_ns": 0.28,
        "htree_levels": 2,
        "path_clk_slew_ns": 0.06,
        "root_buffer": "clkbuf_8",
        "cts-buffers-inserted": 5,
    },
    "drt": {
        "drt-total-wl_um": 5138,
        "num_vias": 1814,
        "drc": 0,
        "avgRoutedWirePerCell_um": 15.81,
        "viasPerCell": 5.582,
        "diodes": 0,
        "drtPass1Iterations": 4,
        "ant_nets": 0,
        "drt_iter0_drc": 96,
    },
    "pwr": {
        "ir_drop_uv": 245.1,
        "finalPower_mw": 0.6912,
        "power_density_mw_per_mm2": 231.3,
        "p_leak_nw": 1.178,
    },
    "sta": {
        "min_period_ns": 5.903,
        "fmax_mhz": 169.4,
        "drv_slew": 0,
        "worstMarginPinSlew_ns": 0.6929,
        "final_hold_viol_count": 0,
        "fin_worst_skew_ns": 0.003953,
        "relSlewSlack": 0.5364,
        "finalSetupViolCount": 0,
        "period_used_share": 0.9676,
        "rsz0062_at_grt": "false",
    },
    "die": {
        "chip_area_mm2": 0.005333,
        "fp_util": 0.5271,
        "core_area_mm2": 0.004786,
        "pin_count": 19,
        "row_count": 25,
        "die_h_um": 73.03,
        "die_w_um": 73.03,
    },
    "synthesis": {
        "synth_cells": 219,
        "ys_ff": 32,
        "async_flop_share": 0,
        "flop_cell": "edfxtp_1",
        "synth-edff-count": 32,
        "yosysUniqueCellTypes": 38,
        "syn_avg_cell_area_um2": 11.52,
        "ys_seq_share": 0.3810,
        "yosys_cells": 219,
        "yosysChipArea_mm2": 0.002522,
        "syn-cell-area_mm2": 0.002522,
        "yosys_warnings": 2,
    },
    "placed_design": {
        "gp_congestion": 0.8225,
        "dp_hpwl_um": 4113,
        "io_buffers": 18,
    },
    "run": {
        "warning_count": 34,
        "maxCapViolations": 0,
    },
}
-- worst max-delay path: stages --
cell and delay [ns]:
clkdlybuf4s50_1 0.55, mux4_2 0.35, inv_1 0.10, ha_1 0.14
mux2i_1 0.08, buf_4 0.15, fa_1 0.43, a21o_1 0.18
a21oi_1 0.23, o21bai_1 0.09, a21oi_1 0.18, xnor2_1 0.08
mux4_2 0.47, clkdlybuf4s50_1 0.42
-- per-layer routing --
metal  routed length [um]  share of wire  vias up  track usage
met5                    0              0        -            0
li1                     -              -      892            -
met4                   73          0.014        0      0.02614
met2                 2380           0.46       49       0.3488
met1                 2365           0.46      865       0.3739
met3                  319          0.062        8      0.05882
-- logic make-up after synthesis --
kind of cell,share of synthesized area
flops,0.3810
simple gates,0.08334
xor+xnor,0.04167
mux,0.1811
compound gates,0.1195
buf+inv,0.06646
fa+ha+maj,0.1270
-- cell usage after synthesis, drive strengths merged (2+ instances only) --
cell / n / area [um2]
ha: 24 / 300.3
xor2: 2 / 17.52
nor2b: 3 / 18.77
nor2: 18 / 67.56
a21oi: 12 / 60.06
o21a: 2 / 15.01
mux2i: 4 / 40.04
a211oi: 7 / 52.55
clkbuf: 5 / 18.77
o22ai: 4 / 25.02
a31oi: 5 / 31.28
o21ai: 17 / 85.08
nand2: 12 / 45.04
edfxtp: 32 / 960.9
mux4: 18 / 405.4
buf: 8 / 70.06
inv: 20 / 75.07
nor3: 3 / 31.28
nor3b: 2 / 20.02
xnor2: 10 / 87.58
-- worst min-delay path by stage --
stage	endpoint	cells after the start	from	slack, ns
4_1_cts	RF.mem[0][0]	3	RF.mem[0][1]	1.12
5_1_grt	RF.mem[3][0]	3	RF.mem[2][1]	1.20
6_report	RF.mem[0][0]	3	RF.mem[0][1]	1.10
-- timing repair --
action                     in CTS  in global routing
hold buffers                    0                  0
setup buffers                   0                  0
setup endpoints to repair       3                  2
resized                         2                  2
-- area by class of cell --
class / count / area, um2 / share of cell area
Sequential cell: 32 / 960.9 / 0.3216
Timing Repair Buffer: 44 / 376.6 / 0.1260
Clock buffer: 7 / 76.32 / 0.02554
Inverter: 21 / 78.83 / 0.02638
Multi-Input combinational cell: 153 / 1408 / 0.4711
Clock inverter: 1 / 3.754 / 0.001256
Tap cell: 67 / 83.83 / 0.02806
-- power by group --
group / leakage [nW] / switching (mW) / internal (mW)
clock: 0.0399 / 0.0659 / 0.0791
combinational: 0.846 / 0.130 / 0.143
sequential: 0.292 / 0.00503 / 0.268
-- stage by stage --
stage | hold WS, ns | area [um2] | setup WS (ns) | instances | TNS [ns]
global route | 1.203 | 2988 | 0.01041 | 325 | 0
global placement | 1.070 | 2893 | -0.05330 | 317 | -0.1022
detailed placement | 1.098 | 2893 | -0.1219 | 317 | -0.1950
finish | 1.102 | 2988 | 0.1974 | 325 | 0
floorplan | 0.9443 | 2522 | 0.9550 | 219 | 0
CTS | 1.116 | 2979 | 0.09309 | 325 | 0
No activity file was given, so power comes from the tool's default toggle rates.
